===== flow/run.sh =====
#!/bin/bash
# OpenROAD 26Q1-2900-gdf79404cd8, Yosys 0.63+post, stock flow scripts
make -C /OpenROAD-flow-scripts/flow DESIGN_CONFIG=/design/flow/config.mk WORK_HOME=/design/flow/orfs finish

===== flow/config.mk =====
export PLATFORM = sky130hd
export DESIGN_NAME = sample
export DESIGN_NICKNAME = sample
export VERILOG_FILES = /design/flow/design.v
export SDC_FILE = /design/flow/constraint.sdc
export NUM_CORES = 4
export LEC_CHECK = 1
export CORE_AREA = 10 10 70 70
export DIE_AREA = 0 0 80 80

===== flow/constraint.sdc =====
current_design sample

set clk_period 1.9
set clk_io_pct 0.2

create_clock -name clk0 -period $clk_period

set non_clock_inputs [all_inputs -no_clocks]
set_input_delay [expr $clk_period * $clk_io_pct] -clock clk0 $non_clock_inputs
set_output_delay [expr $clk_period * $clk_io_pct] -clock clk0 [all_outputs]

===== flow/design.v =====
module sample (
    input [1:0] S,
    input [4:0] A,
    input [4:0] B,
    output reg [4:0] Y
);
always @ (*) 
    begin
        if (S == 2'b11) 
            Y = A | B;
        else if (S == 2'b10)
            Y = A << B;
        else if (S == 2'b01)
            Y = A >> B;
        else 
            Y = B;
    end
endmodule

==> impl_metrics.ini <==
; generated from flow reports
[run_status]
status = finished with violations
failed_checks = negative setup slack

[placement]
post-dp-hpwl_um = 1401
place_ws_ns = -1.035
routabilityCongestion = 0.8670
dp_cells = 144
port_buffers = 17

[sta]
finalHoldViolCount = 0
fmax_mhz = 459.1
setup_ws_ns = -0.2781
max_slew.worst_pin.slew_ns = 0.3321
slew_headroom_pct = 77.67
setup_violations = 2
min_period_ns = 2.178
slew_viol_final = 0
grt_setup_unrepaired = yes
final.period_utilization_pct = 114.6

[route]
routed-wl-met2_um = 958
drt-met1-wl_um = 917
firstDrtPassIters = 4
viasPerCell = 4.371
vias = 660
diodes = 0
drtIter0Drc = 15
wl_um = 1934
wire_per_inst_um = 12.81
drc_errors = 0
top_layer = met3
ant_nets = 0
dr_wl_met3_um = 59

[pwr]
power_mw = 0.1989
power_leakage_nw = 0.4027
power_density_nw_per_um2 = 212.5
ir_worst_vdd_v = 0.00007194

[yosys]
netlist_area_um2 = 440.4
yosysTopAreaCellShare_pct = 18.18
top_cells_by_count = mux2i_1, o21ai_0, a21oi_1, nand2_1, clkbuf_1
ys_top_cells_by_area = mux2i_1, o21ai_0, a21oi_1
netlist_instances = 68
yosys.stat.seqShare_pct = 0
ys_cells = 68
yosysWarnings = 1
synth_area_leader_cell = mux2i_1
synthDistinctLibCells = 30
yosysChipArea_um2 = 440.4
syn_area_per_cell_um2 = 6.477

[job]
warnings = 35
drv_cap = 0

[floorplanning]
rows = 21
die_h_um = 80
fp_util_pct = 12.89
core-area_um2 = 3416
io_pins = 17
die_x_um = 80
chipArea_um2 = 6400

[cells_and_area]
nFillCells = 376
ff_count = 0
drive_above_1_share_pct = 57.14
finalNonFillerCells = 151
nClkBuffers = 0
seq_area_um2 = 0
area_delta_synth_final_pct = 112.5

[global_route]
grt_pass1_wl_um = 3215
grt_overflow_total = 0
grt_use_total_pct = 5.948
antenna_found_initial = 0
grt_pass1_vias = 669
grt_max_degree = 17

[worst_setup_path]
cp.depth = 8
path_cells = buf_6, or4_4, buf_4, buf_6, o21ai_4, a21oi_2, o32ai_2, buf_2
cp_data_arrival_time_ns = 1.80
crit_fanout = 2
max_stage_delay_ns = 0.53
crit_buf_inv = 4
cpLargestDelayFamily = simple AND/OR/NAND/NOR gates
required_ns = 1.52
crit_slowest_cell = or4_4
crit_top_cell = buf_6
worst_setup_path_end_kind = output port
crit_path_start_kind = primary input
crit_type = in2out

[worst_hold_path]
hold_path.class = in2out
hold_path_depth = 4
## cell families after synthesis
| kind of cell | count (synthesis) | synth area share, % |
|---|---|---|
| buffers and inverters | 10 | 10.51 |
| multiplexers | 9 | 23.30 |
| AND-OR/OR-AND | 27 | 38.36 |
| AND/OR/NAND/NOR | 22 | 27.84 |
## final timing paths
| check | to | from | slack, ns |
|---|---|---|---|
| setup / recovery | Y[0] | B[1] | -0.28 |
| hold / removal | Y[3] | B[3] | 1.17 |
## layout by cell type (no fill, tap or decap), types with 2 or more instances in the layout
cell type | synthesis | final
o21ai_0 | 8 | 4
inv_1 | 2 | 2
buf_6 | 1 | 7
o21ai_1 | 0 | 3
nor4_2 | 0 | 2
buf_4 | 0 | 22
a21oi_1 | 6 | 3
buf_2 | 1 | 5
clkdlybuf4s15_2 | 0 | 2
nor2_1 | 3 | 3
a31oi_1 | 2 | 2
o22ai_1 | 3 | 3
nor3_1 | 3 | 2
mux2i_1 | 8 | 6
clkdlybuf4s15_1 | 0 | 2
nand2_1 | 5 | 5
a21oi_2 | 0 | 3
buf_8 | 0 | 2
clkbuf_2 | 0 | 4
nand2b_4 | 0 | 2
## what timing repair did
item,CTS,global route
resized,68,18
setup buffers,7,0
hold buffers,0,0
pin swaps,12,10
setup endpoints to repair,5,5
cloned,0,0
## routing by layer
| metal | vias to the layer above | GRT usage [%] |
|---|---|---|
| met5 | - | 0 |
| met4 | 0 | 0 |
| met3 | 0 | 0.6818 |
| met2 | 11 | 10.27 |
| met1 | 309 | 8.162 |
| li1 | 340 | - |
## report_power, final
part	total, mW	switching (mW)	internal (mW)
combinational	0.199	0.0897	0.109
sequential	0	0	0
clock	0	0	0
total	0.199	0.0897	0.109
## per-stage QoR
step           hold slack [ns]  instance area [um^2]  setup TNS, ns  utilization, %
2_1_floorplan           0.7939                 442.9        -0.1188               -
3_3_place_gp             1.879                 787.0         -4.156           23.04
3_5_place_dp             1.894                 787.0         -4.119           23.04
4_1_cts                  1.272                 910.9        -0.6404           26.67
5_1_grt                  1.190                 935.9        -0.6766           27.40
6_report                 1.170                 935.9        -0.5519           27.40
## worst min-delay path, cell delays in order
cell,delay [ns]
clkbuf_2,0.11
buf_6,0.12
o41ai_2,0.07
buf_2,0.11
## final cells by class
cell class / instances / area [um^2] / share of cell area [%]
tap: 46 / 57.56 / 6.150
timing repair buffer: 45 / 370.4 / 39.57
multi-input combinational: 58 / 500.5 / 53.48
inverter: 2 / 7.507 / 0.8021
